`flow/run.sh`:
```
#!/bin/bash
# OpenROAD 26Q1-2900-gdf79404cd8, Yosys 0.63+post, stock flow scripts
make -C /OpenROAD-flow-scripts/flow DESIGN_CONFIG=/design/flow/config.mk WORK_HOME=/design/flow/orfs finish
```
`flow/config.mk`:
```
export PLATFORM = sky130hd
export DESIGN_NAME = counter_8bit
export DESIGN_NICKNAME = counter_8bit
export VERILOG_FILES = /design/flow/design.v
export SDC_FILE = /design/flow/constraint.sdc
export NUM_CORES = 4
export LEC_CHECK = 1
export CORE_UTILIZATION = 30
```
`flow/constraint.sdc`:
```
current_design counter_8bit

set clk_period 5.0
set clk_io_pct 0.2

create_clock -name clk0 -period $clk_period [get_ports {clk}]

set non_clock_inputs [all_inputs -no_clocks]
set_input_delay [expr $clk_period * $clk_io_pct] -clock clk0 $non_clock_inputs
set_output_delay [expr $clk_period * $clk_io_pct] -clock clk0 [all_outputs]
```
`flow/design.v`:
```
module counter_8bit (
        input wire  rst,
        input wire  clk,
        output [15:0] sine_out
);
        reg [7:0] tcount;
        logic [0:255] [15:0] sine_table = {
16'h0000,
16'h0324,
16'h0648,
16'h096a,
16'h0c8c,
16'h0fab,
16'h12c8,
16'h15e2,
16'h18f9,
16'h1c0b,
16'h1f1a,
16'h2223,
16'h2528,
16'h2826,
16'h2b1f,
16'h2e11,
16'h30fb,
16'h33df,
16'h36ba,
16'h398c,
16'h3c56,
16'h3f17,
16'h41ce,
16'h447a,
16'h471c,
16'h49b4,
16'h4c3f,
16'h4ebf,
16'h5133,
16'h539b,
16'h55f5,
16'h5842,
16'h5a82,
16'h5cb3,
16'h5ed7,
16'h60eb,
16'h62f1,
16'h64e8,
16'h66cf,
16'h68a6,
16'h6a6d,
16'h6c23,
16'h6dc9,
16'h6f5e,
16'h70e2,
16'h7254,
16'h73b5,
16'h7504,
16'h7641,
16'h776b,
16'h7884,
16'h7989,
16'h7a7c,
16'h7b5c,
16'h7c29,
16'h7ce3,
16'h7d89,
16'h7e1d,
16'h7e9c,
16'h7f09,
16'h7f61,
16'h7fa6,
16'h7fd8,
16'h7ff5,
16'h7fff,
16'h7ff5,
16'h7fd8,
16'h7fa6,
16'h7f61,
16'h7f09,
16'h7e9c,
16'h7e1d,
16'h7d89,
16'h7ce3,
16'h7c29,
16'h7b5c,
16'h7a7c,
16'h7989,
16'h7884,
16'h776b,
16'h7641,
16'h7504,
16'h73b5,
16'h7254,
16'h70e2,
16'h6f5e,
16'h6dc9,
16'h6c23,
16'h6a6d,
16'h68a6,
16'h66cf,
16'h64e8,
16'h62f1,
16'h60eb,
16'h5ed7,
16'h5cb3,
16'h5a82,
16'h5842,
16'h55f5,
16'h539b,
16'h5133,
16'h4ebf,
16'h4c3f,
16'h49b4,
16'h471c,
16'h447a,
16'h41ce,
16'h3f17,
16'h3c56,
16'h398c,
16'h36ba,
16'h33df,
16'h30fb,
16'h2e11,
16'h2b1f,
16'h2826,
16'h2528,
16'h2223,
16'h1f1a,
16'h1c0b,
16'h18f9,
16'h15e2,
16'h12c8,
16'h0fab,
16'h0c8c,
16'h096a,
16'h0648,
16'h0324,
16'h0000,
16'hfcdc,
16'hf9b8,
16'hf696,
16'hf374,
16'hf055,
16'hed38,
16'hea1e,
16'he707,
16'he3f5,
16'he0e6,
16'hdddd,
16'hdad8,
16'hd7da,
16'hd4e1,
16'hd1ef,
16'hcf05,
16'hcc21,
16'hc946,
16'hc674,
16'hc3aa,
16'hc0e9,
16'hbe32,
16'hbb86,
16'hb8e4,
16'hb64c,
16'hb3c1,
16'hb141,
16'haecd,
16'hac65,
16'haa0b,
16'ha7be,
16'ha57e,
16'ha34d,
16'ha129,
16'h9f15,
16'h9d0f,
16'h9b18,
16'h9931,
16'h975a,
16'h9593,
16'h93dd,
16'h9237,
16'h90a2,
16'h8f1e,
16'h8dac,
16'h8c4b,
16'h8afc,
16'h89bf,
16'h8895,
16'h877c,
16'h8677,
16'h8584,
16'h84a4,
16'h83d7,
16'h831d,
16'h8277,
16'h81e3,
16'h8164,
16'h80f7,
16'h809f,
16'h805a,
16'h8028,
16'h800b,
16'h8001,
16'h800b,
16'h8028,
16'h805a,
16'h809f,
16'h80f7,
16'h8164,
16'h81e3,
16'h8277,
16'h831d,
16'h83d7,
16'h84a4,
16'h8584,
16'h8677,
16'h877c,
16'h8895,
16'h89bf,
16'h8afc,
16'h8c4b,
16'h8dac,
16'h8f1e,
16'h90a2,
16'h9237,
16'h93dd,
16'h9593,
16'h975a,
16'h9931,
16'h9b18,
16'h9d0f,
16'h9f15,
16'ha129,
16'ha34d,
16'ha57e,
16'ha7be,
16'haa0b,
16'hac65,
16'haecd,
16'hb141,
16'hb3c1,
16'hb64c,
16'hb8e4,
16'hbb86,
16'hbe32,
16'hc0e9,
16'hc3aa,
16'hc674,
16'hc946,
16'hcc21,
16'hcf05,
16'hd1ef,
16'hd4e1,
16'hd7da,
16'hdad8,
16'hdddd,
16'he0e6,
16'he3f5,
16'he707,
16'hea1e,
16'hed38,
16'hf055,
16'hf374,
16'hf696
};
        assign sine_out = sine_table[tcount];
        always @(posedge clk or posedge rst) begin
                if(rst) begin
                        tcount <= 0;
                end
                else begin
                        tcount <= tcount + 1;
                end
        end
endmodule
```
==> run summary <==
Implementation numbers.

- The number of endpoints failing setup at the final stage is 0.
- Subtracting the final worst setup slack from the clock period gives 4.53 ns.
- The share of power burned in registers reads 0.313.
- The area recorded from the Yosys report for this design is 5200 µm².
- The count of TritonRoute iterations in the first routing pass is 6.
- The proportion of layout cells with a drive suffix above 1 is 0.0838.
- The post-synth tally of flip-flops with integrated enable is 0.
- The effective utilization at floorplan reads 0.310.
- The starting DRC count in detailed routing reads 1385.
- The data required time at the worst endpoint reads 4.00 ns.
- For reference, the critical path cell chain is buf_4 -> inv_1 -> ha_1 -> inv_1 -> ha_1 -> buf_4 -> a21oi_1 -> nor2_1 -> a311oi_1 -> o221ai_1 -> a2bb2oi_1 -> clkdlybuf4s50_1.
- The chip occupies 17900 µm².
- The later pin in the worst-skew pair is clocked with a latency of 0.23 ns.
- Yosys stat counts 810 cells in the synthesized netlist.
- The tally of yosys warning messages is 1.
- The ratio of total power to cell area is 37.5 nW/µm².
- The clock power share is 0.676.
- The ratio of final minimum period to clock period reads 0.906.
- The peak supply drop reads 66.7 µV.
- The number of buffers between clock root and the deepest sink reads 2.
- The type of the most critical hold path reads reg -> reg.
- The run finished with clean final reports.
- The clock skew reads about 0.0068 ns.
- The largest registers in the layout are tcount: 8 flops.
- The CTS sink count is 8.
- The count of buffers added on input and output ports is 17.
- The instance tally after logic synthesis is between 800 and 900.
- The count of vias placed by the detailed router is roughly 6900.
- The number of distinct library cells after synthesis reads around 74.
- According to the floorplan log, the row count is roughly 47.
- The number of pins exceeding their max-slew limit in the final report reads 0.
- The share of total power dissipated in combinational logic is 0.011.
- The primary flip-flop cell chosen by synthesis mapping reads sky130_fd_sc_hd__dfrtp_1.
- Entering global routing, the biggest net connects 140 pins.
- The area growth from synthesis to layout is 6.43%.
- The overall die height is 134 µm.
- The fraction of synthesis flops using an asynchronous set or reset pin reads 1.00.
- The sum of overflow across all layers after global routing is 0.
- The horizontal extent of the die reads 134 µm.
- The dominant cell type by area after synthesis reads sky130_fd_sc_hd__ha_1.
- The placeable core area reads between 15000 and 20000 µm².
- The number of antenna violations at the first check in global routing reads 1.
- The startpoint class of the critical path is a flop.
- The CTS H-tree depth is 1.
- The worst slew margin relative to its limit is 0.320.
- The post-cts sizing count reads 0.
- The top-level I/O count reads 18.
- The wire-length estimate of the detail-placed layout is about 21000 µm.
- The first-pass GRT wire length is 43400 µm.
- The aggregate global-route resource usage is 0.334.
- The post-synthesis sequential element count is 8.
- Per Yosys stat, the portion of area used by sequential elements is 0.0385.
- The pin slew with the least headroom to its limit is 1.01 ns.
- After clock tree synthesis, the flow added hold-fix buffers numbering 0.
- The area fraction of the largest cell type after synthesis is 0.0819.
- The number of failing hold endpoints at the final stage is 0.
- The detail-routed via count per cell reads roughly 6.9.
- The clock transition at the registers of the reported paths is 0.04 ns.
- The switching portion of total power comes to 0.170.
- The arrival time of data at the worst endpoint is listed as 3.53 ns.
- The largest fanout on the critical path is 12.
- The kind of end point of the critical path is an output port.
- The largest register by flop count is tcount.
- The total negative slack for setup checks is 0 ns.
- Sorting the synthesized cells by area gives the leading types as sky130_fd_sc_hd__ha_1, sky130_fd_sc_hd__a21oi_1, sky130_fd_sc_hd__o21ai_0.
- The leakage component of the power was reported as 1.95 nW.
- The register with the most flip-flops in the layout has 8 of them.
- The net switching power is between 0.03 and 0.04 mW.
- CTS placed an instance of sky130_fd_sc_hd__clkbuf_16 at the clock tree root.
- The mean instance size in the synthesized netlist is 6.42 µm².
- The clock tree from TritonCTS is yes.
- The average wire per cell in the routed design reads 29.7 µm.
- The count of nets left with antenna violations after detail routing is 0.
- The total number of warnings across the stage logs is 56.
- After detailed routing, the number of remaining DRC violations is 0.
- After synthesis the cells add up to 5200 µm².
- On the worst path, the slowest cell contributes a delay of 0.42 ns.
- Per the gpl log, the routability congestion estimate is 1.10.
- The via count of the first global-routing pass was 6423.
- The tool flagged a number of max-cap violations equal to 0.
- The number of setup buffers added after CTS is 0.
- Setup repair after global routing left no endpoint under its margin.
- The wire length recorded after detailed routing is about 30000 µm.
- Per the TritonCTS log, the buffer count is 3.
- The kind of critical path reads reg -> out.
- The internal power summed over all cells is 0.172 mW.
- Based on the critical path, the design can be clocked at up to 0.221 GHz.
- The worst-path cell with the longest stage delay is sky130_fd_sc_hd__a21oi_1.
- The end-of-flow core utilization reads 0.330.
## routing by layer
layer,GRT usage,routed length (µm),vias to the layer above
met4,0.222,2270,0
met3,0.103,3930,142
met5,0.0250,0,-
met1,0.450,11400,3155
met2,0.455,12000,594
li1,-,-,2991
## cell type report
cell class                      count  area (µm²)
Fill cell                        1874       11200
Antenna cell                        1        2.50
Multi-Input combinational cell    694        4410
Timing Repair Buffer               55         493
Tap cell                          220         275
Inverter                           15        56.3
Sequential cell                     8         211
Clock buffer                        4        78.8
## critical path: cells and delay by family (launching register included)
kind | cells | cell delay (ns)
AND/OR/NAND/NOR | 1 | 0.21
adder cells (fa/ha/maj) | 2 | 0.62
buffers and inverters | 5 | 1.05
AND-OR/OR-AND | 4 | 1.10
flip-flops | 1 | 0.31
## worst paths after layout
path / start / end / slack [ns] / cells past startpoint
setup / recovery: tcount[1] / sine_out[3] / 0.47 / 12
setup reg to reg: tcount[5] / tcount[7] / 3.14 / 4
max in group asynchronous: rst / tcount[3] / 3.67 / 2
hold / removal: tcount[0] / tcount[0] / 0.74 / 2
hold reg to reg: tcount[0] / tcount[0] / 0.74 / 2
min in group asynchronous: rst / tcount[4] / 1.03 / 2
## cells in the mapped netlist (4+ instances only)
| cell | n |
|---|---|
| sky130_fd_sc_hd__a211o_1 | 5 |
| sky130_fd_sc_hd__a211oi_1 | 22 |
| sky130_fd_sc_hd__a21o_1 | 5 |
| sky130_fd_sc_hd__a21oi_1 | 83 |
| sky130_fd_sc_hd__a221oi_1 | 17 |
| sky130_fd_sc_hd__a22oi_1 | 8 |
| sky130_fd_sc_hd__a2bb2oi_1 | 6 |
| sky130_fd_sc_hd__a311oi_1 | 15 |
| sky130_fd_sc_hd__a31oi_1 | 30 |
| sky130_fd_sc_hd__and2_1 | 6 |
| sky130_fd_sc_hd__and3_1 | 4 |
| sky130_fd_sc_hd__buf_1 | 4 |
| sky130_fd_sc_hd__buf_2 | 46 |
| sky130_fd_sc_hd__buf_4 | 14 |
| sky130_fd_sc_hd__buf_6 | 6 |
| sky130_fd_sc_hd__clkbuf_1 | 21 |
| sky130_fd_sc_hd__dfrtp_1 | 8 |
| sky130_fd_sc_hd__ha_1 | 34 |
| sky130_fd_sc_hd__inv_1 | 11 |
| sky130_fd_sc_hd__mux2i_1 | 4 |
| sky130_fd_sc_hd__mux4_2 | 7 |
| sky130_fd_sc_hd__nand2_1 | 70 |
| sky130_fd_sc_hd__nand2b_1 | 31 |
| sky130_fd_sc_hd__nand3_1 | 20 |
| sky130_fd_sc_hd__nand3b_1 | 4 |
| sky130_fd_sc_hd__nor2_1 | 81 |
| sky130_fd_sc_hd__nor2b_1 | 22 |
| sky130_fd_sc_hd__nor3_1 | 23 |
| sky130_fd_sc_hd__nor3b_1 | 4 |
| sky130_fd_sc_hd__o211ai_1 | 20 |
| sky130_fd_sc_hd__o21a_1 | 7 |
| sky130_fd_sc_hd__o21ai_0 | 83 |
| sky130_fd_sc_hd__o221ai_1 | 5 |
| sky130_fd_sc_hd__o22ai_1 | 7 |
| sky130_fd_sc_hd__o311ai_0 | 7 |
| sky130_fd_sc_hd__o31ai_1 | 4 |
| sky130_fd_sc_hd__o32ai_1 | 4 |
| sky130_fd_sc_hd__xnor2_1 | 6 |
## cell usage in the layout (no fill, tap or decap), drive strengths merged, types with 5 or more instances in the layout
cell type      instances
a21o                   5
o211ai                20
nand2b                31
o21a                   7
o22ai                  7
inv                   13
a221oi                17
ha                    34
o21ai                 85
xnor2                  6
a211oi                23
nor2b                 23
buf                   38
clkdlybuf4s50         17
nor3                  23
a211o                  5
a31oi                 30
o311ai                 8
mux4                   7
and2                   6
a2bb2oi                6
o221ai                 5
nor2                  83
a22oi                  8
a311oi                15
a21oi                 84
dfrtp                  8
nand2                 70
nand3                 20
## kinds of logic (layout without fill, tap and decap cells)
family,after synthesis,in the layout,synth area share
compound gates,357,357,0.451
xor+xnor,7,7,0.0118
fa+ha+maj,35,35,0.0838
buf+inv,108,74,0.112
flops,8,8,0.0385
mux,13,13,0.0424
other cells,0,1,0
simple gates,282,282,0.260
## power by group through the flow
stage                 sequential (mW)  combinational [mW]  clock, mW
after global routing           0.0650             0.00252      0.146
after CTS                      0.0650             0.00230      0.144
final                          0.0650             0.00220      0.140
## through the flow
stage	setup WS, ns	instance area, µm²	power, mW	instances	hold WS (ns)
final	0.470	5530	0.208	997	0.736
after global placement	0.816	5450	0.0683	992	0.720
after CTS	0.599	5530	0.211	996	0.721
after global routing	0.351	5530	0.214	997	0.755
after floorplan	1.07	5200	0.0669	810	0.672
after detailed placement	0.844	5450	0.0683	992	0.727
Power figures rest on the tool's default switching activity, not on a simulated workload.
